--- flow/design.v ---
`timescale 1ns / 1ps
module fifo_ff( 
                input wire clk,
               input wire reset_n,
               input wire wr_en,
               input wire [DATA_WIDTH-1:0] s_axis_data,
               input wire s_axis_valid,
               output wire s_axis_ready,
               input wire s_axis_last,
               input wire rd_en,
               output wire full,
               output wire [DATA_WIDTH-1:0] m_axis_data,
               output wire m_axis_valid,
               input wire m_axis_ready,
               output wire m_axis_last,
               output empty             
            );
          parameter DEPTH = 2048;
          parameter DATA_WIDTH = 32;
          reg [DATA_WIDTH-1:0] fifo_mem [0:DEPTH-1];
          reg [11:0] wr_ptr;
          reg [11:0] rd_ptr;
          reg [11:0] count;
          reg data_last;
         reg ready_out;
         reg [DATA_WIDTH-1:0] reg_data;
         reg reg_valid;
          assign full = (count == DEPTH)?1:0;
          assign empty = (count == 0);
          always@(posedge clk) begin
               if(reset_n) begin                          
                  wr_ptr <= 0;
                  reg_data <= 32'h00;
                  reg_valid <= 0;
                  data_last <= 0;
                end else begin
                  if(wr_en && s_axis_valid && s_axis_ready && !full) begin
                 fifo_mem[wr_ptr] <= s_axis_data;
                  wr_ptr <= wr_ptr + 1;
                  data_last <= s_axis_last;
                  reg_valid <= s_axis_valid;
                  end
                  else begin
                  fifo_mem[wr_ptr] <= 0;
                  reg_valid <= 0;
                  data_last <= 0;
                  end
                end
          end
           always@(posedge clk) begin
               if(reset_n) begin
                  rd_ptr <= 0;
                  reg_valid <= 1'b0;
                  reg_data <=  0;
                  data_last <= 1'b0;  
                end else begin
                  if(rd_en && ~empty) begin
                  reg_data <= fifo_mem[rd_ptr];                  
                  rd_ptr <= rd_ptr + 1;
                  end
                end
          end
          always @(posedge clk) begin
           if(reset_n) begin
           reg_valid <= 0;
           end
           else begin
           if(rd_en && ~empty)           
            reg_valid <= 1;
            else
            reg_valid <= 0;
           end
           end
          always @(posedge clk) begin
            if(reset_n) begin
              ready_out <= 32'h00;
              end
              else
              ready_out <= m_axis_ready;
              end
          always@(posedge clk) begin
              if(reset_n) begin
              count <= 0;
              end else begin            
              if(wr_en && s_axis_valid && s_axis_ready && !full)begin
                count <= count + 1;
                end else if(m_axis_ready && rd_en && !empty) begin
                count <= count - 1;
                end
           end
         end             
       assign s_axis_ready = ready_out;
       assign m_axis_data =  (m_axis_ready)?reg_data:0;
       assign m_axis_valid = reg_valid;
       assign m_axis_last = data_last;
endmodule
--- flow/run.sh ---
#!/bin/bash
# OpenROAD 26Q1-2900-gdf79404cd8, Yosys 0.63+post, stock flow scripts
make -C /OpenROAD-flow-scripts/flow DESIGN_CONFIG=/design/flow/config.mk WORK_HOME=/design/flow/orfs finish
--- flow/config.mk ---
export PLATFORM = sky130hd
export DESIGN_NAME = fifo_ff
export DESIGN_NICKNAME = fifo_ff
export VERILOG_FILES = /design/flow/design.v
export SDC_FILE = /design/flow/constraint.sdc
export NUM_CORES = 4
export LEC_CHECK = 1
export CORE_AREA = 10 10 99 99
export DIE_AREA = 0 0 109 109
export SYNTH_MEMORY_MAX_BITS = 65536
--- flow/constraint.sdc ---
current_design fifo_ff

set clk_period 5.4
set clk_io_pct 0.2

create_clock -name clk0 -period $clk_period [get_ports {clk}]

set non_clock_inputs [all_inputs -no_clocks]
set_input_delay [expr $clk_period * $clk_io_pct] -clock clk0 $non_clock_inputs
set_output_delay [expr $clk_period * $clk_io_pct] -clock clk0 [all_outputs]
==> run summary <==
The synthesis and PnR run went through. The run finished with clean final reports. In this run, post-CTS repair resized a total of 0 instances. Detailed routing placed a total of 1.19 mm of wire on met2.

Pins over their slew limit in the final report were tallied at 0. Wire segments on met3 add up to 104 um in the final route. Synthesis instantiated 42 different standard cells from the library. For this run, the number of Yosys warnings is 70. Yosys reports that the leading cell type by area covers 19.6% of the netlist area. The placement summary gives the final routability congestion estimate as 0.840.

The via count of the first global-routing pass was just under 1000. Measured along the y axis, the die boundary spans 109 um. Number of design-rule violations left by the first detailed-router iteration landed at 18. The wire-length estimate of the detail-placed layout is 2.13 mm. In this run the critical register-to-register path is captured at count[11].

The synthesis report lists the most area-consuming cells as sky130_fd_sc_hd__dfxtp_1, sky130_fd_sc_hd__buf_4, sky130_fd_sc_hd__ha_1. Maximum achievable frequency landed at 287 MHz. The overall die size recorded for this design is between 10000 and 15000 um^2. Wire length of the first global-routing pass landed at 4.13 mm.

For flop-to-flop paths, the worst setup slack is 2.47 ns. At the later pin of the worst-skew pair, clock insertion delay measures 0.24 ns. Across all stage logs, warnings added up to 58.

In the per-layer breakdown of the detailed-route log, met1 shows roughly 1.2 mm. Area reported by Yosys stat landed at 1330 um^2. The initialized floorplan defines 32 standard-cell rows. Tracing the worst setup path back leads to its startpoint at wr_en.

Area growth from synthesis to final layout landed at 8.31%. For the worst min-delay path, the startpoint reported by OpenROAD is count[10]. Async set-reset flop share out of synthesis landed at 0%. Yosys reports that the most numerous cell types are sky130_fd_sc_hd__buf_4, sky130_fd_sc_hd__nor2_1, sky130_fd_sc_hd__dfxtp_1, sky130_fd_sc_hd__a21oi_1, sky130_fd_sc_hd__ha_1. Setup repair after global routing left no endpoint under its margin. The worst setup path is of the in -> reg kind. Global router's overall resource usage landed at 3.99%. Routed length per placed instance landed at 9.29 um. After detailed routing, the number of remaining DRC violations is 0.

For the final routed database, the setup TNS stands at 0 ns. According to the floorplan report, the die width is 109 um. Arrival time reported for the critical path endpoint landed at approximately 3.7 ns.

The number of antenna violations at the first check in global routing is 0. Antenna diode instance count landed at 0. Shortest period the worst path allows landed at ~3.5 ns. Ratio of total power to cell area landed at 638 nW/um^2. Input and output buffers added on the ports amount to 8. Number of maximum-capacitance violations landed at 0. In the synthesized netlist, the number of instances is 161. Nets still carrying antenna violations after routing amount to 0. TritonCTS built the clock tree. Final critical-path share of the clock period landed at ~65%. The synthesized design contains 0 enable-type register cells. Final standard cell utilization of the core landed at 18.6%. Starting utilization of the core area landed at between 15 and 20%. Share of cells above drive strength 1 landed at 7.60%. Sum of overflow across all layers after global routing landed at 0. Looking at the clock tree report, the H-tree level count equals 1. Along the worst path, the maximum fanout reaches 11. The clock passes through at most 2 buffers.

According to the hold report, the worst path is of the reg -> reg type. Detailed-route wire length landed at between 2 and 3 mm. sky130_fd_sc_hd__dfxtp_1 takes more of the synthesized area than any other cell.

In this run the count of I/O pins placed on the die edge is roughly 76. Hold buffer count at CTS landed at 0. For the worst reg-to-reg path, the startpoint reported by OpenROAD is count[1]. Number of buffers created by CTS landed at 3. Averaged over all synthesized cells, the footprint is 8.23 um^2. On the final layout, the worst clock skew is 0.00221 ns. STA classifies the critical path endpoint as a flop. Post-route total power landed at 915 uW. Looking at the max-slew report, the worst-margin pin has a slew of 0.538 ns. Total standard cell area after synthesis landed at 1330 um^2.

Number of placed cells counting well taps landed at roughly 270. Number of instances on the worst hold path landed at 2. Clock-pin slew was measured on the worst setup and hold paths at about 0.05 ns. Normalized max-slew margin landed at 64.0%. CTS placed an instance of sky130_fd_sc_hd__clkbuf_8 at the clock tree root. VDD sags by at most 127 uV. The worst setup path is launched from a primary input. After detailed routing, no signal wire sits above met3.

Total of endpoints with negative setup slack in the final report landed at 0. The analysis attributes to cell leakage a power of approximately 0.0006 uW. Final number of hold-violating endpoints landed at 0. The first detailed-routing pass took 4 iterations.

Sequential area share after synthesis landed at 19.6%. Hold analysis lists the worst path endpoint as count[10]. The most frequently used library cell after synthesis is sky130_fd_sc_hd__buf_4. The number of cells reported by Yosys stat comes to 161.

The final report lists a non-filler cell total of roughly 270. Per the synth log, the flip-flop and latch total comes to 13. Worst slack on hold paths landed at 0.500 ns.

The routed design shows a via density per instance of 3.70. Required arrival time at the worst endpoint landed at 5.56 ns. The commonest register cell is sky130_fd_sc_hd__dfxtp_1. Clock sink count landed at 13. Maximum number of pins on one net before global-route repair landed at 18. Core area landed at 7730 um^2. Buffers added to address setup during post-CTS repair amount to 0. Total number of vias landed at 1011. The worst register-to-register path depth is 11.
## worst max-delay path, cell delays in order
cell	delay (ns)
sky130_fd_sc_hd__clkdlybuf4s50_1	0.49
sky130_fd_sc_hd__and3_1	0.19
sky130_fd_sc_hd__o21ai_0	0.09
sky130_fd_sc_hd__buf_4	0.19
sky130_fd_sc_hd__ha_1	0.40
sky130_fd_sc_hd__and3_1	0.21
sky130_fd_sc_hd__nand2_1	0.06
sky130_fd_sc_hd__a21o_1	0.19
sky130_fd_sc_hd__a21oi_2	0.20
sky130_fd_sc_hd__mux2_1	0.35
sky130_fd_sc_hd__a211oi_2	0.21
## layer usage
layer,vias to the layer above,global-route usage [%]
met1,454,5.46
met4,0,0.753
li1,530,-
met3,0,0.179
met5,-,0
met2,27,6.86
## layout by cell type (no fill, tap or decap), drive strengths merged, types with 4 or more instances in the layout
cell type	synthesis	routed
nor3	6	6
nand2	6	6
clkdlybuf4s50	0	8
nand3	5	5
dfxtp	13	13
clkbuf	1	4
o21ai	7	7
nor2	18	18
conb	1	34
ha	10	10
xnor2	5	5
mux2i	4	4
a21oi	14	14
## power breakdown
| group | switching [uW] | internal, uW | total (uW) | leakage, uW |
|---|---|---|---|---|
| Sequential | 45.4 | 136 | 182 | 0.000107 |
| Combinational | 330 | 318 | 649 | 0.000484 |
| Clock | 32.9 | 52.0 | 84.9 | 0.0000228 |
## kinds of logic (layout without fill, tap and decap cells)
logic type | count (synthesis) | in the layout | share of synthesized area, %
buffers and inverters | 38 | 15 | 21.2
AND/OR/NAND/NOR | 47 | 47 | 19.1
AND-OR/OR-AND | 39 | 39 | 20.1
multiplexers | 6 | 6 | 4.72
XOR/XNOR | 6 | 6 | 3.97
adder cells (fa/ha/maj) | 11 | 11 | 11.0
other | 1 | 34 | 0.283
flip-flops | 13 | 13 | 19.6
## through the flow
step / setup WS, ns / cell area [um^2]
finish: 1.91 / 1440
global route: 1.74 / 1440
floorplan: 2.12 / 1450
detailed placement: 1.68 / 1390
global placement: 1.67 / 1390
CTS: 1.92 / 1440
## worst max-delay path by stage
stage | to | slack, ns | cells past startpoint
global route | count[11] | 1.74 | 11
finish | count[11] | 1.91 | 11
CTS | count[11] | 1.92 | 11
## layout make-up
class	count	area, um^2
clock buffer	4	45.0
tap	102	128
multi-input combinational	143	907
inverter	2	7.51
sequential	13	260
fill	864	6290
timing repair buffer	9	87.6
## registers in the layout (all words and copies together) (netlist names)
signal	flops
count	12
ready_out	1
Power and IR drop assume default switching activity.
